[flow/design.v]
module ALU(LEDR, SW, KEY, HEX0, HEX1, HEX2, HEX3, HEX4, HEX5);
    input [7:0] SW;  
    input [2:0] KEY;  
    output [7:0] LEDR;  
    output [6:0] HEX0;  
    output [6:0] HEX1;  
    output [6:0] HEX2;  
    output [6:0] HEX3;  
    output [6:0] HEX4;  
    output [6:0] HEX5;  
    reg [7:0] ALUout;
    wire[7:0] wire0;  
    wire[7:0] wire1;  
    wire[7:0] wire2;  
    wire[7:0] wire3;  
    wire[7:0] wire4;  
    wire[7:0] wire5;  
    ripplecarryadder f0(SW[7:4], 4'b0001, 1'b0, wire0[3:0], wire0[4]);
    assign wire0[7:5] = 3'b000;
    ripplecarryadder f1(SW[7:4], SW[3:0], 1'b0, wire1[3:0], wire1[4]);
    assign wire1[7:5] = 3'b000;
    assign wire2[4:0] = SW[7:4] + SW[3:0];
    assign wire2[7:5] = 3'b000;
    or_xor f3(SW[7:4], SW[3:0], wire3[7:0]);
    assign wire4[0] = |SW[7:4] || |SW[3:0];  
    assign wire4[7:1] = 7'b0000000;
    assign wire5[3:0] = SW[3:0];
    assign wire5[7:4] = SW[7:4];
    always@(*)
    begin
	case(KEY[2:0])
	    3'b000: ALUout = wire0;
	    3'b001: ALUout = wire1;
	    3'b010: ALUout = wire2;
	    3'b011: ALUout = wire3;
	    3'b100: ALUout = wire4;
	    3'b101: ALUout = wire5;
	    default: ALUout = 8'b0000000;
	endcase
    end
    seven h0(HEX0[6:0], SW[3:0]);  
    seven h2(HEX2[6:0], SW[7:4]);  
    seven h4(HEX4[6:0], ALUout[3:0]);
    seven h5(HEX5[6:0], ALUout[7:4]);
    assign HEX1[6:0] = 7'b1000000;
    assign HEX3[6:0] = 7'b1000000;
    assign LEDR[7:0] = ALUout[7:0];
endmodule
module seven(HEX, SW);
	input[3:0] SW;
	output[6:0] HEX;
	assign HEX[0] =  ~SW[3] & ~SW[2] & ~SW[1] &  SW[0] |  
			 ~SW[3] &  SW[2] & ~SW[1] & ~SW[0] |  
			  SW[3] & ~SW[2] &  SW[1] &  SW[0] |  
			  SW[3] &  SW[2] & ~SW[1] &  SW[0] ;  
	assign HEX[1] =  ~SW[3] &  SW[2] & ~SW[1] &  SW[0] |  
			  SW[3] &  SW[2] &          ~SW[0] |  
			  SW[3] &           SW[1] &  SW[0] |  
			           SW[2] &  SW[1] & ~SW[0] ;  
	assign HEX[2] =  ~SW[3] & ~SW[2] &  SW[1] & ~SW[0] |  
			  SW[3] &  SW[2] &          ~SW[0] |  
			  SW[3] &  SW[2] &  SW[1]          ;  
	assign HEX[3] =  ~SW[3] &  SW[2] & ~SW[1] & ~SW[0] |  
			  SW[3] & ~SW[2] &  SW[1] & ~SW[0] |  
			          ~SW[2] & ~SW[1] &  SW[0] |  
			           SW[2] &  SW[1] &  SW[0] ;  
	assign HEX[4] =           ~SW[2] & ~SW[1] &  SW[0] |  
			 ~SW[3] &  SW[2] & ~SW[1]          |  
			 ~SW[3] &                    SW[0] ;  
	assign HEX[5] =   SW[3] &  SW[2] & ~SW[1] &  SW[0] |  
			 ~SW[3] & ~SW[2]          &  SW[0] |  
			 ~SW[3] & ~SW[2] &  SW[1]          |  
			 ~SW[3] &           SW[1] &  SW[0] ;  
	assign HEX[6] =  ~SW[3] &  SW[2] &  SW[1] &  SW[0] |  
			  SW[3] &  SW[2] & ~SW[1] & ~SW[0] |  
			 ~SW[3] & ~SW[2]  & ~SW[1]         ;  
endmodule
module or_xor(a, b, out);
    input[7:4] a;
    input[3:0] b;
    output[7:0] out;
    or(out[7], a[7], b[3]);
    or(out[6], a[6], b[2]);
    or(out[5], a[5], b[1]);
    or(out[4], a[4], b[0]);
    xor(out[3], a[7], b[3]);
    xor(out[2], a[6], b[2]);
    xor(out[1], a[5], b[1]);
    xor(out[0], a[4], b[0]);
endmodule
module ripplecarryadder(a, b, cin, s, cout);
    input [7:4] a;
    input [3:0] b;
    input cin;
    output [3:0] s;
    output cout;
    wire c1, c2, c3;
    fulladder FA1(a[4], b[0], cin, s[0], c1);
    fulladder FA2(a[5], b[1], c1, s[1], c2);
    fulladder FA3(a[6], b[2], c2, s[2], c3);
    fulladder FA4(a[7], b[3], c3, s[3], cout);
endmodule
module fulladder(a, b, ci, s, co);
    input a, b;  
    input ci;  
    output s;  
    output co;  
    wire a_xor_b;
    xor(a_xor_b, a, b);
    xor(s, a_xor_b, ci);
    mux m1(b, ci, a_xor_b, co);
endmodule
module mux(x, y, s, m);
    input x;  
    input y;  
    input s;  
    output m;  
    assign m = s & y | ~s & x;
endmodule
[flow/config.mk]
export PLATFORM = sky130hd
export DESIGN_NAME = ALU
export DESIGN_NICKNAME = ALU
export VERILOG_FILES = /design/flow/design.v
export SDC_FILE = /design/flow/constraint.sdc
export NUM_CORES = 4
export LEC_CHECK = 1
export CORE_AREA = 10 10 86 86
export DIE_AREA = 0 0 96 96
[flow/constraint.sdc]
current_design ALU

set clk_period 6.1
set clk_io_pct 0.2

create_clock -name clk0 -period $clk_period

set non_clock_inputs [all_inputs -no_clocks]
set_input_delay [expr $clk_period * $clk_io_pct] -clock clk0 $non_clock_inputs
set_output_delay [expr $clk_period * $clk_io_pct] -clock clk0 [all_outputs]
[flow/run.sh]
#!/bin/bash
# OpenROAD 26Q1-2900-gdf79404cd8, Yosys 0.63+post, stock flow scripts
make -C /OpenROAD-flow-scripts/flow DESIGN_CONFIG=/design/flow/config.mk WORK_HOME=/design/flow/orfs finish
==> flow_summary.yaml <==
# implementation run metrics
floorplan:
  io_pins: 61
  die_y_microns: 96
  dieArea_sq_mm: 0.00922
  rows: 27
  fp_util: 0.257
  fp.dieW_microns: 96
  core_area_sq_mm: 0.00554
timing:
  layout_setup_ws_ns: 0.502
  finalWorstPathRequiredPeriod_ns: 5.60
  finalHoldViolCount: 0
  grt_setup_unrepaired: "false"
  setup_viol: 0
  report.final.slew_viol_count: 0
  max_freq_mhz: 179
  setup_tns_ns: 0
  finalClockPeriodUsage: 0.918
  worst_slew_pin_slew_ns: 0.667
  relSlewSlack: 0.551
global_routing:
  first_global_vias: 1499
  grt_max_degree: 21
  grt_pass1_wl_microns: 7140
  grt_overflow_total: 0
  antenna_found_initial: 0
  grtUsageTotal: 0.0904
power_and_ir_drop:
  ir_worst_vdd_mv: 0.0415
  power_density_mw_per_mm2: 93.8
  static-leakage-power_uw: 0.000789
yosys:
  syn_avg_cell_area_sq_um: 6.59
  ys_cells: 216
  ys_warn_count: 1
  synth_cells: 216
  yosys_area_sq_mm: 0.00142
  netlist_area_sq_mm: 0.00142
  ys_types: 53
  ys_seq_frac: 0
setup_path:
  worstPathMaxFanout: 9
  cpPeakStageDelay_ns: 0.55
  setup.worst_path.end: "HEX4[0]"
  cp-end-kind: "output pin"
  crit_chain: "clkdlybuf4s50_1, ha_1, fa_1, xnor2_1, a2111oi_0, a211oi_2, xor2_1, o311ai_0, clkdlybuf4s50_1"
  worstPathBufferInverterCount: 2
  slowest_stage: "clkdlybuf4s50_1"
  crit_path_start: "SW[0]"
  worstPathRequired_ns: 4.88
  cp.depth: 9
  path_class: "in2out"
  startpoint_type: "primary input"
  path_common_cell: "clkdlybuf4s50_1"
  crit_family: "buffers and inverters"
  cp_data_arrival_time_ns: 4.38
final_layout:
  drive_gt1_frac: 0.0675
  flop_area_sq_um: 0
  fin_area_sq_mm: 0.00190
  n_fill_cell: 602
  final_core_util: 0.343
  syn_to_final_growth_pct: 33.5
  clock_buffer_count: 0
  comb_area_sq_mm: 0.00123
  final_cell_mix: "47 x clkdlybuf4s50_1, 21 x nand2_1, 17 x nor2_1, 15 x a21oi_1, 14 x conb_1"
  layout_top_cell: "clkdlybuf4s50_1"
  flops: 0
detailed_routing:
  drc: 0
  detail-route-antenna-nets: 0
  finalWirelength_microns: 4340
  wire_per_inst_microns: 13.4
  viasPerCell: 4.93
  antenna_cells: 0
  drtPass1Iterations: 4
  drtIter0Drc: 101
  vias: 1596
clocking:
  post_cts_buffers: 0
  cts_resized: 0
  cts_hold_buf: 0
placement:
  place_hpwl_microns: 3580
  port_buffers: 47
  place.gp.congestion: 0.862
  place_ws_ns: 0.499
  post_dp_cell_area_sq_mm: 0.00190
flow_run:
  warnings: 38
  maxCapViolations: 0
status:
  status: "finished clean"
worst_hold_path:
  hp-class: "in2out"
[power by group]
group / internal [uW] / switching [uW] / total, uW
combinational: 97.8 / 80.4 / 178
clock: 0 / 0 / 0
sequential: 0 / 0 / 0
[worst min path at each step]
stage                  from       to  slack (ns)  cells after the start
after CTS             SW[6]  HEX2[1]        3.52                      4
after global routing  SW[6]  HEX2[1]        3.60                      4
final                 SW[6]  HEX2[1]        3.51                      4
[Yosys cell counts, drive strengths merged (2+ instances only)]
master  number  area [sq um]
buf         22           151
nand2       21          78.8
nor2        17          63.8
a21oi       16          83.8
inv         14          52.6
o21ai       14          70.1
ha          13           163
clkbuf       8          30.0
nand3        8          40.0
nor3         7          35.0
mux2i        5          50.1
o211ai       5          51.3
xnor2        5          43.8
a21o         4          30.0
o22ai        4          25.0
a211oi       3          32.5
a22oi        3          22.5
and2         3          18.8
nand2b       3          18.8
nor2b        3          18.8
o311ai       3          43.8
o32ai        3          26.3
a221o        2          20.0
a31oi        2          12.5
and3b        2          17.5
conb         2          7.51
maj3         2          20.0
nand3b       2          15.0
nor3b        2          15.0
o221ai       2          17.5
o31ai        2          15.0
or2          2          15.0
[layer usage]
layer,track usage,part of all wire
met3,0.0181,0.084
met5,0,0
met1,0.128,0.46
met2,0.145,0.46
met4,0.00491,0.0032
[cell type report]
cell class,count,share of cell area
repair buffers,54,0.275
inverters,15,0.0296
well taps,72,0.0474
multi-input cells,183,0.648
[cells by family after synthesis]
| group | count (synthesis) | synth area share |
|---|---|---|
| and+or+nand+nor | 72 | 0.251 |
| AOI/OAI and AO/OA | 70 | 0.362 |
| buffers and inverters | 45 | 0.167 |
| adders and majority gates | 16 | 0.142 |
| xor gates and xnor gates | 6 | 0.0369 |
| muxes | 5 | 0.0352 |
| other | 2 | 0.00528 |
[metrics by stage]
step	cells	hold WS, ns	total power, uW
6_report	324	3.51	178
3_5_place_dp	324	3.53	180
5_1_grt	324	3.60	200
3_3_place_gp	324	3.52	180
4_1_cts	324	3.52	181
2_1_floorplan	228	2.49	98.3
Power is estimated from default activity; no workload was simulated.
