--- design.v ---
module rateDivider(clk, reset_n, sel, out);
    input clk, reset_n;
    input [1:0] sel;
    output out;
    reg [27:0] maxcount, count;
    always @(sel)
    begin
        case(sel[1:0])
            2'b00: maxcount <= 1;
            2'b01: maxcount <= 28'd50000000;  
            2'b10: maxcount <= 28'd100000000;  
            2'b11: maxcount <= 28'd200000000;  
            default: maxcount <= 1;
        endcase
    end
    always @(posedge clk)
    begin
        if (reset_n == 1'b0)
            count <= 0;
        else if (count == 0)
            count <= maxcount;
        else
            count <= count - 1'b1;
    end
    assign out = ~|count[27:0];
endmodule
--- run.sh ---
#!/bin/bash
# OpenROAD 26Q1-2900-gdf79404cd8, Yosys 0.63+post, stock flow scripts
make -C /OpenROAD-flow-scripts/flow DESIGN_CONFIG=/design/flow/config.mk WORK_HOME=/design/flow/orfs finish
--- config.mk ---
export PLATFORM = sky130hd
export DESIGN_NAME = rateDivider
export DESIGN_NICKNAME = rateDivider
export VERILOG_FILES = /design/flow/design.v
export SDC_FILE = /design/flow/constraint.sdc
export NUM_CORES = 4
export LEC_CHECK = 1
export CORE_UTILIZATION = 30
--- constraint.sdc ---
current_design rateDivider

set clk_period 7.3
set clk_io_pct 0.2

create_clock -name clk0 -period $clk_period [get_ports {clk}]

set non_clock_inputs [all_inputs -no_clocks]
set_input_delay [expr $clk_period * $clk_io_pct] -clock clk0 $non_clock_inputs
set_output_delay [expr $clk_period * $clk_io_pct] -clock clk0 [all_outputs]
==> impl_metrics.ini <==
; physical design summary
[setup_path]
cp_max_fo = 7
cp.required_ps = 5840
r2r_end = count[12]
cp-end-kind = output port
max_stage_delay_ps = 650
crit_type = register to output port
critical_path_arrival_ps = 2300
ff2ff_setup_slack_ps = 4560
startpoint = count[8]
crit_path_start_kind = register
cpMaxStageDelayCell = or4_1
rr_startpoint = count[8]
worstPathCellList = or4_1 -> nor2_2 -> and3_1 -> clkdlybuf4s50_1
worst_r2r_path_depth = 5

[logic_synthesis]
ys_cells = 155
top_area_share_pct = 37.8
top_logic_kind = simple AND/OR/NAND/NOR gates
top_cells_by_count = 28 x dfxtp_1, 16 x nor2_1, 14 x a21oi_1
synth_cell_type_count = 38
yosysChipArea_um2 = 1480
numSynthFlops = 28
xor_share_pct = 14.2
fa_ha_area_share_pct = 5.06
avgSynthCellArea_um2 = 9.57
synth.most_common_cell = dfxtp_1
ys_warn_count = 1
top_area_cell = dfxtp_1
top_cells_by_area = dfxtp_1 38%, xor2_1 7.7%, xnor2_1 6.5%, ha_1 5.1%, a21oi_1 4.7%
async_flop_share_pct = 0
synthAoiAreaFrac_pct = 10.3
edf_count = 0
synthSimpleGateAreaFrac_pct = 28.9
netlist_instances = 155
synth_area_um2 = 1480
flop_cell = dfxtp_1
yosysSeqAreaShare_pct = 37.8
ys_sh_mux_pct = 0.675

[global_route]
antenna_found_initial = 0
grt_first_pass_wirelength_um = 4750
grt_start_max_net_pins = 28
globalRouteOverflowTotal = 0
first_global_vias = 1025
grt_usage_pct = 11.6

[timing]
rsz0062_at_grt = no
totalNegativeSetupSlack_ps = 0
fmax_mhz = 266
tightest_slew_ps = 706
relSlewSlack_pct = 52.8
setup_viol = 0
skew_ps = 1.27
finalHoldViolations = 0
finalCritPeriodShare_pct = 51.5
drv_slew = 0
finalCriticalPeriod_ps = 3760

[final_layout]
stdcell_count = 226
drive_gt1_share_pct = 13.2
largest_register_ffs = 28
max_flop_register = count
areaGrowthSynthToFinish_pct = 9.96
largest_registers = count: 28 flops

[power_and_ir_drop]
p_leak_uw = 0.000603
peakVddDrop_v = 0.000181
power_frac_seq_pct = 34.8
p_sw_share_pct = 40.7
switchingPower_uw = 270
power.internal_uw = 393
clkPwrFrac_pct = 14.5
power_frac_comb_pct = 50.7
power_density_nw_per_um2 = 407

[routing]
wirelength_um = 2600
route.detailed.drc = 0
ant_nets = 0
drt_iter0_markers = 57
vias = 1029
wl_per_cell_um = 11.5
first_pass_iters = 4
routed_via_density = 4.55
n_antenna_cell = 0

[die]
die_w_um = 72.3
die_h_um = 72.3
dieArea_um2 = 5230
num_rows = 25
core_um2 = 4750
fp-utilization_pct = 31.2
ioPinCount = 5

[outcome]
status = completed

[job]
maxCapViolCount = 0
warnings = 29

[hold_path]
hold_start = count[11]
whs_path_depth = 2
min_to = count[11]
hold_path_class = register to register

[cts]
postCtsSetupBuffers = 0
cts_buffers = 3
cts-resized-gates = 0
clk_pin_slew_ps = 90
numClockSinks = 28
clock_latency_ps = 270
cts_hold_buffers = 0
cts-root-buf = clkbuf_8
htree_num_levels = 1
cts.path.max_buffers = 2
cts_tree = yes

[placement]
place_congestion = 0.777
hpwl_um = 1900
port_buffers = 4
placed_cells = 222
[cell type report]
type | count | area [um^2]
flip-flops and latches | 28 | 561
well taps | 67 | 83.8
repair buffers | 4 | 40.0
clock buffers | 4 | 55.1
multi-input cells | 119 | 876
inverters | 4 | 15.0
fillers | 529 | 3120
[critical path, delay by kind of cell (launching register included)]
kind | cells | cell delay, ps
AND/OR/NAND/NOR | 3 | 1190
flip-flops | 1 | 370
buffers and inverters | 1 | 470
[worst max path at each step]
stage     end  depth (start not counted)  slack (ps)
5_1_grt   out                          4        3420
6_report  out                          4        3540
4_1_cts   out                          4        3510
[power by group through the flow]
stage	clock (uW)	sequential, uW	combinational [uW]
CTS	99.2	231	339
global route	107	238	376
finish	96.2	231	336
[layer usage]
| metal | up-vias | track usage [%] | part of all wire, % |
|---|---|---|---|
| li1 | 549 | - | - |
| met1 | 467 | 18.2 | 55 |
| met2 | 11 | 17.8 | 42 |
| met3 | 2 | 1.97 | 2.0 |
| met4 | 0 | 0.871 | 1.1 |
| met5 | - | 0 | 0 |
[per-stage QoR]
stage,total power [uW],util [%],setup WS (ps),area [um^2],hold slack (ps)
2_1_floorplan,524,-,4430,1480,477
3_3_place_gp,568,33.1,3870,1580,503
3_5_place_dp,570,33.1,3830,1580,505
4_1_cts,669,34.3,3510,1630,527
5_1_grt,721,34.3,3420,1630,572
6_report,663,34.3,3540,1630,523
[logic make-up (layout without fill, tap and decap cells)]
family,Yosys count,after routing
adder cells (fa/ha/maj),6,6
buffers and inverters,8,12
XOR/XNOR,24,24
AND/OR/NAND/NOR,61,61
multiplexers,1,1
AND-OR/OR-AND,27,27
flip-flops,28,28
[cells in the final DEF, fill, tap and decap left out, types with 2 or more instances in the layout]
master	n
xnor2_1	11
nand2_1	4
a21boi_1	6
or2_2	2
nand3_1	3
nand2b_1	5
a21oi_1	14
inv_1	4
nand4b_1	2
xor2_1	13
o21ai_0	2
clkdlybuf4s50_1	4
nor4_2	3
clkbuf_8	4
nor3_2	3
or4_4	2
or3_1	2
dfxtp_1	28
nor2_1	16
or4_1	3
nor4_1	2
ha_1	6
nand3b_1	2
nor3_1	2
o21ai_1	4
Power is estimated from default activity; no workload was simulated.
