==> /design/flow/design.v <==
module fpga_top(SW, KEY, CLOCK_50, LEDR, HEX0, HEX1);
    input [9:0] SW;
    input [3:0] KEY;
    input CLOCK_50;
    output [9:0] LEDR;
    output [6:0] HEX0, HEX1;
    wire resetn;
    wire go;
    wire [7:0] data_result;
    assign go = ~KEY[1];
    assign resetn = KEY[0];
    wrapper u0(
        .clk(CLOCK_50),
        .resetn(resetn),
        .go(go),
        .data_in(SW[7:0]),
        .data_result(data_result)
    );
    assign LEDR[9:0] = {2'b00, data_result};
    hex_decoder H0(
        .hex_digit(data_result[3:0]), 
        .segments(HEX0)
        );
    hex_decoder H1(
        .hex_digit(data_result[7:4]), 
        .segments(HEX1)
        );
endmodule
module wrapper(
    input clk,
    input resetn,
    input go,
    input [7:0] data_in,
    output [7:0] data_result
    );
    wire ld_a, ld_b, ld_c, ld_x, ld_r;
    wire ld_alu_out;
    wire [1:0]  alu_select_a, alu_select_b;
    wire alu_op;
    control C0(
        .clk(clk),
        .resetn(resetn),
        .go(go),
        .ld_alu_out(ld_alu_out), 
        .ld_x(ld_x),
        .ld_a(ld_a),
        .ld_b(ld_b),
        .ld_c(ld_c), 
        .ld_r(ld_r), 
        .alu_select_a(alu_select_a),
        .alu_select_b(alu_select_b),
        .alu_op(alu_op)
    );
    datapath D0(
        .clk(clk),
        .resetn(resetn),
        .ld_alu_out(ld_alu_out), 
        .ld_x(ld_x),
        .ld_a(ld_a),
        .ld_b(ld_b),
        .ld_c(ld_c), 
        .ld_r(ld_r), 
        .alu_select_a(alu_select_a),
        .alu_select_b(alu_select_b),
        .alu_op(alu_op),
        .data_in(data_in),
        .data_result(data_result)
    );
 endmodule        
module control(
    input clk,
    input resetn,
    input go,
    output reg  ld_a, ld_b, ld_c, ld_x, ld_r,
    output reg  ld_alu_out,
    output reg [1:0]  alu_select_a, alu_select_b,
    output reg alu_op
    );
    reg [3:0] current_state, next_state; 
    localparam  S_LOAD_A        = 4'd0,
                S_LOAD_A_WAIT   = 4'd1,
                S_LOAD_B        = 4'd2,
                S_LOAD_B_WAIT   = 4'd3,
                S_LOAD_C        = 4'd4,
                S_LOAD_C_WAIT   = 4'd5,
                S_LOAD_X        = 4'd6,
                S_LOAD_X_WAIT   = 4'd7,
                S_CYCLE_0       = 4'd8,
                S_CYCLE_1       = 4'd9,
                S_CYCLE_2       = 4'd10,
		S_CYCLE_3       = 4'd11,
                S_CYCLE_4       = 4'd12;
    always@(*)
    begin: state_table 
            case (current_state)
                S_LOAD_A: next_state = go ? S_LOAD_A_WAIT : S_LOAD_A;  
                S_LOAD_A_WAIT: next_state = go ? S_LOAD_A_WAIT : S_LOAD_B;  
                S_LOAD_B: next_state = go ? S_LOAD_B_WAIT : S_LOAD_B;  
                S_LOAD_B_WAIT: next_state = go ? S_LOAD_B_WAIT : S_LOAD_C;  
                S_LOAD_C: next_state = go ? S_LOAD_C_WAIT : S_LOAD_C;  
                S_LOAD_C_WAIT: next_state = go ? S_LOAD_C_WAIT : S_LOAD_X;  
                S_LOAD_X: next_state = go ? S_LOAD_X_WAIT : S_LOAD_X;  
                S_LOAD_X_WAIT: next_state = go ? S_LOAD_X_WAIT : S_CYCLE_0;  
                S_CYCLE_0: next_state = S_CYCLE_1;
                S_CYCLE_1: next_state = S_CYCLE_2;
		S_CYCLE_2: next_state = S_CYCLE_3;
		S_CYCLE_3: next_state = S_CYCLE_4;
		S_CYCLE_4: next_state = S_LOAD_A;  
            default:     next_state = S_LOAD_A;
        endcase
    end  
    always @(*)
    begin: enable_signals
        ld_alu_out = 1'b0;
        ld_a = 1'b0;
        ld_b = 1'b0;
        ld_c = 1'b0;
        ld_x = 1'b0;
        ld_r = 1'b0;
        alu_select_a = 2'b00;
        alu_select_b = 2'b00;
        alu_op       = 1'b0;
        case (current_state)
            S_LOAD_A: begin
                ld_a = 1'b1;
                end
            S_LOAD_B: begin
                ld_b = 1'b1;
                end
            S_LOAD_C: begin
                ld_c = 1'b1;
                end
            S_LOAD_X: begin
                ld_x = 1'b1;
                end
            S_CYCLE_0: begin  
                ld_alu_out = 1'b1; ld_a = 1'b1;  
                alu_select_a = 2'b11;  
                alu_select_b = 2'b00;  
                alu_op = 1'b1;  
            end
	    S_CYCLE_1: begin  
                ld_alu_out = 1'b1; ld_a = 1'b1;  
                alu_select_a = 2'b11;  
                alu_select_b = 2'b00;  
                alu_op = 1'b1;  
            end
	    S_CYCLE_2: begin  
                ld_alu_out = 1'b1; ld_b = 1'b1;  
                alu_select_a = 2'b11;  
                alu_select_b = 2'b01;  
                alu_op = 1'b1;  
            end
	    S_CYCLE_3: begin  
                ld_alu_out = 1'b1; ld_b = 1'b1;  
                alu_select_a = 2'b00;  
                alu_select_b = 2'b01;  
                alu_op = 1'b0;  
            end
            S_CYCLE_4: begin 
                ld_r = 1'b1;  
                alu_select_a = 2'b01;  
                alu_select_b = 2'b10;  
                alu_op = 1'b0;  
            end
        endcase
    end  
    always@(posedge clk)
    begin: state_FFs
        if(!resetn)
            current_state <= S_LOAD_A;
        else
            current_state <= next_state;
    end  
endmodule
module datapath(
    input clk,
    input resetn,
    input [7:0] data_in,
    input ld_alu_out, 
    input ld_x, ld_a, ld_b, ld_c,
    input ld_r,
    input alu_op, 
    input [1:0] alu_select_a, alu_select_b,
    output reg [7:0] data_result
    );
    reg [7:0] a, b, c, x;
    reg [7:0] alu_out;
    reg [7:0] alu_a, alu_b;
    always @ (posedge clk) begin
        if (!resetn) begin
            a <= 8'd0; 
            b <= 8'd0; 
            c <= 8'd0; 
            x <= 8'd0; 
        end
        else begin
            if (ld_a)
                a <= ld_alu_out ? alu_out : data_in;  
            if (ld_b)
                b <= ld_alu_out ? alu_out : data_in;  
            if (ld_x)
                x <= data_in;
            if (ld_c)
                c <= data_in;
        end
    end
    always @ (posedge clk) begin
        if (!resetn) begin
            data_result <= 8'd0; 
        end
        else 
            if(ld_r)
                data_result <= alu_out;
    end
    always @(*)
    begin
        case (alu_select_a)
            2'd0:
                alu_a = a;
            2'd1:
                alu_a = b;
            2'd2:
                alu_a = c;
            2'd3:
                alu_a = x;
            default: alu_a = 8'd0;
        endcase
        case (alu_select_b)
            2'd0:
                alu_b = a;
            2'd1:
                alu_b = b;
            2'd2:
                alu_b = c;
            2'd3:
                alu_b = x;
            default: alu_b = 8'd0;
        endcase
    end
    always @(*)
    begin : ALU
        case (alu_op)
            0: begin
                   alu_out = alu_a + alu_b;  
               end
            1: begin
                   alu_out = alu_a * alu_b;  
               end
            default: alu_out = 8'd0;
        endcase
    end
endmodule
module hex_decoder(hex_digit, segments);
    input [3:0] hex_digit;
    output reg [6:0] segments;
    always @(*)
        case (hex_digit)
            4'h0: segments = 7'b100_0000;
            4'h1: segments = 7'b111_1001;
            4'h2: segments = 7'b010_0100;
            4'h3: segments = 7'b011_0000;
            4'h4: segments = 7'b001_1001;
            4'h5: segments = 7'b001_0010;
            4'h6: segments = 7'b000_0010;
            4'h7: segments = 7'b111_1000;
            4'h8: segments = 7'b000_0000;
            4'h9: segments = 7'b001_1000;
            4'hA: segments = 7'b000_1000;
            4'hB: segments = 7'b000_0011;
            4'hC: segments = 7'b100_0110;
            4'hD: segments = 7'b010_0001;
            4'hE: segments = 7'b000_0110;
            4'hF: segments = 7'b000_1110;   
            default: segments = 7'h7f;
        endcase
endmodule
==> /design/flow/run.sh <==
#!/bin/bash
# OpenROAD 26Q1-2900-gdf79404cd8, Yosys 0.63+post, stock flow scripts
make -C /OpenROAD-flow-scripts/flow DESIGN_CONFIG=/design/flow/config.mk WORK_HOME=/design/flow/orfs finish
==> /design/flow/config.mk <==
export PLATFORM = sky130hd
export DESIGN_NAME = fpga_top
export DESIGN_NICKNAME = fpga_top
export VERILOG_FILES = /design/flow/design.v
export SDC_FILE = /design/flow/constraint.sdc
export NUM_CORES = 4
export LEC_CHECK = 1
export CORE_UTILIZATION = 50
==> /design/flow/constraint.sdc <==
current_design fpga_top

set clk_period 7.8
set clk_io_pct 0.2

create_clock -name clk0 -period $clk_period [get_ports {CLOCK_50}]

set non_clock_inputs [all_inputs -no_clocks]
set_input_delay [expr $clk_period * $clk_io_pct] -clock clk0 $non_clock_inputs
set_output_delay [expr $clk_period * $clk_io_pct] -clock clk0 [all_outputs]
==> impl_metrics.ini <==
; yosys + openroad results
[status]
status = finished clean

[min_path]
hold_depth = 2
holdCritStartpoint = u0.D0.a[5]$_SDFFE_PN0P_
whs_endpoint = u0.D0.a[5]$_SDFFE_PN0P_
hp-class = flip-flop to flip-flop

[critical_path]
worstPathCellList = mux4_2 -> ha_1 -> inv_1 -> fa_1 -> inv_1 -> ha_1 -> fa_1 -> inv_1 -> fa_1 -> inv_1 -> ha_1 -> a21oi_1 -> xnor3_1 -> xnor3_1 -> mux2i_4 -> mux2i_4 -> mux2_2 -> o22ai_1
criticalPathCategory = flip-flop to flip-flop
rr_endpoint = HEX1[4]$_DFF_P_
slowest_stage = dfxtp_1
max_stage_delay_ns = 0.69
r2r_start = u0.D0.alu_select_a[0]$_SDFF_PN0_
cp.arrival_ns = 6.25
cp-start-kind = flip-flop
ff2ff_path_depth = 18
crit_required_ns = 8.06
cp_max_fo = 14
crit_top_cell = inv_1
regToRegSetupSlack_ns = 1.81
end_kind = flip-flop

[synth]
synth_cells = 487
synth_chip_area_um2 = 4540
top_area_cell = dfxtp_1
syn-mean-instance-area_um2 = 9.32
top_logic_kind = multiplexers
syn_area_um2 = 4540
xor_area_share_pct = 5.02
synthSimpleGateAreaFrac_pct = 14.5
synth_seq_share_pct = 29.5
edf_count = 0
synth-main-ff-cell = dfxtp_1
synthAdderAreaFrac_pct = 14.6
ys.flops = 67
postSynth.asyncResetShare_pct = 0
yosysWarnings = 3
yosysUniqueCellTypes = 60
top_area_share_pct = 29.5
yosys_cells = 487
compound_area_share_pct = 12.0
mux_share_pct = 17.4
synthTopCellsByArea = dfxtp_1, ha_1, mux2i_1, mux4_2, fa_1

[grt]
grt_first_pass_wirelength_um = 16200
grt_util_met2_pct = 34.8
grt_pass1_vias = 3369
overflow = 0
grt_util_all_layers_pct = 22.2
antenna_found_initial = 0
use_met1_pct = 33.0
grt_max_degree = 45
top_usage_layer = met2
grt_util_met3_pct = 5.27

[timing]
layout_min_cycle_time_ns = 5.99
max_slew_margin_pct = 49.6
finalSetupViolations = 0
rsz0062_at_grt = false
hold_viol = 0
slew_viol_final = 0
final.period_utilization_pct = 76.8
fmax_mhz = 167
worstMarginPinSlew_ns = 0.753
setup_tns_ns = 0
skew_ns = 0.0222

[clock_tree]
clk_pin_slew_worst_paths_ns = 0.07
cts-root-buf = clkbuf_8
clockBufferDepth = 2
htree_num_levels = 3
ctsResizeCount = 0
clk_latency_ns = 0.35
cts.hold.buffers_added = 0
tritoncts.num_buffers = 9
cts_setup_buffers = 0
cts_num_sinks = 67
tritoncts = done

[drt]
drt_first_pass_iters = 5
vias = 3392
postRouteWirelength_um = 9460
diodes = 0
ant_nets = 0
via_per_inst = 5.47
drc = 0
routedWlPerCell_um = 15.3
drtIter0Drc = 84

[layout]
finalCoreUtilization_pct = 57.9
syn_to_final_growth_pct = 11.7
layoutNonFillerInstCount = 620
layout_top_cell = dfxtp_1
final_cell_mix = dfxtp_1, nor2_1, inv_1
final_cell_area_um2 = 5070
drive_above_1_share_pct = 10.9

[floorplanning]
die_h_um = 97.3
fp-utilization_pct = 51.8
coreArea_um2 = 8760
dieArea_um2 = 9470
fp-row-count = 34
pin_count = 39
die_w_um = 97.3

[place]
placed_cell_area_um2 = 4880
gp_congestion = 0.857
numPortBuffers = 32
hpwl_um = 6830
placed_cells = 605

[power_and_ir_drop]
power.total_mw = 0.753
p_leak_nw = 2.08
vdd_drop_max_uv = 155
powerDensity_nw_per_um2 = 148

[run]
maxCapViolCount = 0
log.warning_count = 37
critical path, delay by kind of cell (launching register included):
kind                     cells  cell delay, ns
flip-flops                   1            0.69
adder cells (fa/ha/maj)      6            2.34
AND-OR/OR-AND                2            0.30
XOR/XNOR                     2            0.70
buffers and inverters        4            0.29
multiplexers                 4            1.58
report_power, final:
part	total, mW	switching, mW	leakage (nW)	internal (mW)
clock network	0.286	0.139	0.0994	0.147
registers	0.355	0.00726	0.543	0.348
logic	0.112	0.0632	1.43	0.0485
total	0.753	0.210	2.08	0.543
logic make-up after synthesis:
logic type / Yosys count
muxes: 56
AOI/OAI and AO/OA: 81
buffers and inverters: 70
xor gates and xnor gates: 22
DFF: 67
and+or+nand+nor: 144
other: 1
adders and majority gates: 46
area by class of cell:
class | instances | area (µm²)
well taps | 108 | 135
repair buffers | 35 | 343
fillers | 779 | 3690
multi-input cells | 351 | 2900
flip-flops and latches | 67 | 1340
clock buffers | 9 | 124
inverters | 44 | 165
clock inverters | 6 | 66.3
state kept, by name (all words and copies together) (netlist names), 2 cells and up:
register and count:
u0.C0.current_state 4, u0.D0.data_result 8, u0.D0.b 8, u0.D0.c 8, u0.D0.alu_select_b 2, u0.D0.x 8, HEX1 7, HEX0 7
u0.D0.a 8
through the flow:
stage	setup WS (ns)	hold WS, ns
2_1_floorplan	2.56	0.454
3_3_place_gp	1.80	0.475
3_5_place_dp	1.79	0.478
4_1_cts	1.75	0.500
5_1_grt	1.47	0.531
6_report	1.81	0.498
synth_stat cells, drive strengths merged (3+ instances only):
library cell / n
ha: 33
xnor2: 14
fa: 12
o21ai: 17
mux4: 16
a31oi: 5
a21o: 3
o21ba: 3
a211oi: 4
clkbuf: 10
nand2b: 5
xor2: 6
nor3: 5
a21oi: 25
inv: 44
nand2: 45
dfxtp: 67
o211ai: 5
buf: 16
mux2i: 38
o22ai: 7
and2: 17
nor2: 60
layer usage:
metal  wire [µm]  vias to the layer above
li1            -                     1703
met1        4580                     1602
met2        4270                       71
met3         416                       16
met4         194                        0
met5           0                        -
how the worst max path moves through the flow:
| stage | startpoint | to | cells after the start |
|---|---|---|---|
| 4_1_cts | u0.D0.alu_select_a[0]$_SDFF_PN0_ | HEX1[4]$_DFF_P_ | 18 |
| 5_1_grt | u0.D0.alu_select_a[0]$_SDFF_PN0_ | HEX1[0]$_DFF_P_ | 18 |
| 6_report | u0.D0.alu_select_a[0]$_SDFF_PN0_ | HEX1[4]$_DFF_P_ | 18 |
No activity file was given, so power comes from the tool's default toggle rates.
